`design/flow/design.v`:
```
`timescale 1ns / 1ps
module fly_enemy_controller #(
    parameter FLY_COUNT = 4,
    parameter BULLET_COUNT = 8
)(
    input clk25,
    input reset,
    input [10*8-1:0] bullet_x_flat,    
    input [10*8-1:0] bullet_y_flat,
    input [7:0] bullet_active_flat,
    output reg [10*FLY_COUNT-1:0] fly_x_flat,
    output reg [10*FLY_COUNT-1:0] fly_y_flat,
    output reg [FLY_COUNT-1:0] fly_alive,
    output reg [FLY_COUNT-1:0] fly_hit,  
    output reg [BULLET_COUNT-1:0] bullet_hit
);
    integer i, j;
    reg [9:0] bullet_x[0:7], bullet_y[0:7];
    reg bullet_active[0:7];
    reg [19:0] move_counter = 0;
    reg [FLY_COUNT-1:0] prev_alive;  
    always @(*) begin
        for (j = 0; j < 8; j = j + 1) begin
            bullet_x[j] = bullet_x_flat[j*10 +: 10];
            bullet_y[j] = bullet_y_flat[j*10 +: 10];
            bullet_active[j] = bullet_active_flat[j];
        end
    end
    always @(posedge clk25) begin
        if (reset) begin 
            move_counter <= 0;
            bullet_hit <= 0;
            fly_hit <= 0;
            for (i = 0; i < FLY_COUNT; i = i + 1) begin
                fly_x_flat[i*10 +: 10] <= 200 + i * 50;
                fly_y_flat[i*10 +: 10] <= 0;
                fly_alive[i] <= 1;
                fly_hit[i] <= 0;
            end
            prev_alive <= {FLY_COUNT{1'b1}};
        end else begin
            move_counter <= move_counter + 1;
            fly_hit <= 0;
            bullet_hit <= 0;
            if (move_counter[19]) begin
                move_counter <= 0;
                for (i = 0; i < FLY_COUNT; i = i + 1) begin
                    if (fly_alive[i]) begin
                        fly_y_flat[i*10 +: 10] <= fly_y_flat[i*10 +: 10] + 2;
                        if (fly_y_flat[i*10 +: 10] >= 480 - 32)
                            fly_y_flat[i*10 +: 10] <= 0;
                        for (j = 0; j < 8; j = j + 1) begin
                            if (bullet_active[j]) begin
                                if (bullet_x[j] >= fly_x_flat[i*10 +: 10] &&
                                    bullet_x[j] <  fly_x_flat[i*10 +: 10] + 32 &&
                                    bullet_y[j] >= fly_y_flat[i*10 +: 10] &&
                                    bullet_y[j] <  fly_y_flat[i*10 +: 10] + 32) begin
                                        fly_alive[i] <= 0;
                                        bullet_hit[j] <= 1;
                                end
                            end
                        end
                    end
                end
            end
            for (i = 0; i < FLY_COUNT; i = i + 1) begin
                if (prev_alive[i] == 1 && fly_alive[i] == 0) begin
                    fly_hit[i] <= 1;
                end
            end
        prev_alive <= fly_alive;
        end
    end
endmodule
```
`design/flow/run.sh`:
```
#!/bin/bash
# OpenROAD 26Q1-2900-gdf79404cd8, Yosys 0.63+post, stock flow scripts
make -C /OpenROAD-flow-scripts/flow DESIGN_CONFIG=/design/flow/config.mk WORK_HOME=/design/flow/orfs finish
```
`design/flow/config.mk`:
```
export PLATFORM = sky130hd
export DESIGN_NAME = fly_enemy_controller
export DESIGN_NICKNAME = fly_enemy_controller
export VERILOG_FILES = /design/flow/design.v
export SDC_FILE = /design/flow/constraint.sdc
export NUM_CORES = 4
export LEC_CHECK = 1
export CORE_UTILIZATION = 50
```
`design/flow/constraint.sdc`:
```
current_design fly_enemy_controller

set clk_period 6.5
set clk_io_pct 0.2

create_clock -name clk0 -period $clk_period [get_ports {clk25}]

set non_clock_inputs [all_inputs -no_clocks]
set_input_delay [expr $clk_period * $clk_io_pct] -clock clk0 $non_clock_inputs
set_output_delay [expr $clk_period * $clk_io_pct] -clock clk0 [all_outputs]
```
==> flow_summary.json <==
{
  "logic_area_um2": 12200,
  "ff_type": "dfxtp_1",
  "nFillCells": 2446,
  "core_um2": 27800,
  "top_cell_area_share_pct": 40.4,
  "layout.cells.non_filler": 2305,
  "clock.latency.late_pin_ns": 0.34,
  "cts_tree": "yes",
  "first_iter_violations": 1204,
  "holdPathStages": 2,
  "xor_share_pct": 4.27,
  "worstPathArrival_ns": 4.47,
  "syn_area_um2": 14100,
  "numSynthFlops": 76,
  "ys_seq_share_pct": 10.8,
  "grt_pass1_wl_um": 77300,
  "dpl.hpwl_um": 39800,
  "hold_end": "fly_hit[2]",
  "postCtsSetupRepairBufs": 0,
  "antenna_found_initial": 0,
  "grt_usage_pct": 36.8,
  "ys_sh_adder_pct": 40.4,
  "cap_viol_max_count": 0,
  "ys_types": 73,
  "drive_gt1_share_pct": 3.48,
  "clkSlewWorstSetupHoldPaths_ns": 0.07,
  "busiest_layer": "met1",
  "wl_per_cell_um": 22.5,
  "async_reset_ff_share_pct": 0,
  "grt_max_degree": 19,
  "io-pin-count": 266,
  "worstMarginPinSlew_ns": 1.02,
  "aoi_share_pct": 21.9,
  "worstRegToRegCells": 12,
  "syn_area_per_cell_um2": 8.35,
  "status": "finished clean",
  "utilization_pct": 61.1,
  "yosys_warnings": 4,
  "mostFrequentLayoutCells": "ha_1 (457), clkdlybuf4s50_1 (205), nor2_1 (127)",
  "drcViolationCount": 0,
  "r2r_slack_ns": 2.53,
  "diodes": 0,
  "rr_startpoint": "fly_y_flat[25]",
  "edf_count": 0,
  "finalSetupTns_ns": 0,
  "rsz0062_at_grt": "no",
  "gr-total-overflow": 0,
  "critPathKind": "primary input to flop",
  "r2r_end": "bullet_hit[7]",
  "avgViaCountPerCell": 6.11,
  "cts_max_path_buffers": 2,
  "fmax_mhz": 238,
  "syn_inst": 1695,
  "drtPass1Iterations": 7,
  "ir_worst_vdd_uv": 122,
  "grtUsageMet1_pct": 54.0,
  "ctsHtreeMaxLevel": 3,
  "setup_viol": 0,
  "design.die.area_um2": 29000,
  "finalCritPeriodShare_pct": 64.6,
  "grt_use_met3_pct": 8.88,
  "ys_cells": 1695,
  "layout_top_cell": "ha_1",
  "via_count": 14089,
  "start_kind": "primary input",
  "ctsHoldBuffers": 0,
  "gp_congestion": 1.05,
  "leakagePower_uw": 0.00701,
  "use_met2_pct": 53.5,
  "drt-total-wl_um": 51900,
  "logic_family": "adder cells",
  "hold_ws_ns": 0.409,
  "synth_top_cell_by_area": "ha_1",
  "tool_warnings": 74,
  "slew_headroom_pct": 30.4,
  "muxShareOfSynthArea_pct": 0.141,
  "cts_inserted_buffers": 9,
  "ctsResizeCount": 0,
  "hold_start": "prev_alive[2]",
  "min_period_ns": 4.20,
  "grt_pass1_vias": 12685,
  "clock-sinks": 76,
  "clock-root-buffer": "clkbuf_16",
  "portBuffers": 205,
  "die_x_um": 170,
  "skew_ns": 0.0111,
  "crit_required_ns": 6.77,
  "hold_class": "flop to flop",
  "topCellsByArea": "ha_1 (40%), dfxtp_1 (11%), a21oi_1 (3.7%)",
  "antenna_left": 0,
  "fp-row-count": 61,
  "placed_cells": 2289,
  "hold_violations": 0,
  "flop_area_um2": 1520,
  "critPathMaxFanout": 4,
  "area_delta_synth_final_pct": 20.0,
  "floorplan.core_util_pct": 50.9,
  "ys_sh_simple_pct": 17.8,
  "power_per_cell_area_nw_per_um2": 90.0,
  "drv_slew": 0,
  "cp-end-kind": "flop",
  "die_y_um": 170,
  "ys_chip_area_um2": 14100
}
[where the power goes]
group	internal (uW)	switching, uW
Combinational	258	289
Sequential	467	1.17
Clock	273	241
[final cells by class]
class,instances,share of cell area (%)
clock buffer,9,1.33
inverter,70,1.55
timing repair buffer,235,13.4
tap,378,2.78
clock inverter,7,0.435
sequential,76,8.96
multi-input combinational,1530,71.5
[Yosys cell counts (12+ instances only)]
library cell	instances
a2111oi_0	18
a211o_1	12
a211oi_1	44
a21o_1	24
a21oi_1	104
a31oi_1	18
and3_1	16
buf_4	44
dfxtp_1	76
ha_1	457
inv_1	70
nand2_1	83
nand2b_1	26
nand3_1	52
nand4_1	21
nor2_1	127
nor2b_1	20
nor3_1	72
nor4_1	22
o2111ai_1	13
o211ai_1	31
o21a_1	19
o21ai_0	94
xnor2_1	52
xor2_1	17
[kinds of logic after synthesis]
kind of cell | Yosys count
buffers and inverters | 131
AOI/OAI and AO/OA | 459
DFF | 76
muxes | 2
and+or+nand+nor | 499
adders and majority gates | 457
other | 2
xor gates and xnor gates | 69
[worst max-delay path, cell delays in order]
cell and delay (ns):
clkdlybuf4s50_1 0.50, ha_1 0.32, o21ai_0 0.08, a211oi_1 0.81
a32oi_1 0.21, o221ai_1 0.43, o311ai_0 0.20, or4_1 0.45
o21ai_0 0.16
[metrics by stage]
stage / worst slack (ns) / total power, uW / cell area [um2]
floorplan: 3.31 / 787 / 14300
global placement: 2.14 / 1000 / 16700
detailed placement: 2.11 / 1010 / 16700
CTS: 2.45 / 1530 / 17000
global route: 2.15 / 1630 / 17000
finish: 2.30 / 1530 / 17000
[metal layers]
layer	vias up	wire length, um
met1	6405	23700
met2	644	20800
met5	-	0
met4	0	1840
met3	98	5620
li1	6942	-
[worst max-delay path by stage]
stage | start | to | slack, ns | depth (start not counted)
4_1_cts | bullet_y_flat[21] | fly_alive[1] | 2.45 | 9
5_1_grt | bullet_y_flat[22] | fly_alive[1] | 2.15 | 9
6_report | bullet_y_flat[21] | fly_alive[1] | 2.30 | 9
[sequential cells by signal, indices dropped and copies added (netlist names)]
signal        count
bullet_hit        8
fly_alive         4
fly_hit           4
fly_y_flat       36
move_counter     20
prev_alive        4
Power is estimated from default activity; no workload was simulated.
