**/design/flow/config.mk**
```make
export PLATFORM = sky130hd
export DESIGN_NAME = star_controller
export DESIGN_NICKNAME = star_controller
export VERILOG_FILES = /design/flow/design.v
export SDC_FILE = /design/flow/constraint.sdc
export NUM_CORES = 4
export LEC_CHECK = 1
export CORE_UTILIZATION = 40
```
**/design/flow/constraint.sdc**
```tcl
current_design star_controller

set clk_period 49.0
set clk_io_pct 0.2

create_clock -name clk0 -period $clk_period [get_ports {clk25}]

set non_clock_inputs [all_inputs -no_clocks]
set_input_delay [expr $clk_period * $clk_io_pct] -clock clk0 $non_clock_inputs
set_output_delay [expr $clk_period * $clk_io_pct] -clock clk0 [all_outputs]
```
**/design/flow/design.v**
```verilog
`timescale 1ns / 1ps
module star_controller #(
    parameter STAR_COUNT = 32
)(
    input clk25,
    input [9:0] x, y,   
    output reg [2:0] star_rgb,
    output reg star_on
);
    reg [9:0] star_x [0:STAR_COUNT-1];
    reg [9:0] star_y [0:STAR_COUNT-1];
    reg [9:0] star_y_init [0:STAR_COUNT-1];
    reg [15:0] frame_counter = 0;
    reg initialized = 0;
    integer i;
    initial begin
        star_x[ 0] = 20;  star_x[ 1] = 50;  star_x[ 2] = 80;  star_x[ 3] = 110;
        star_x[ 4] = 140; star_x[ 5] = 170; star_x[ 6] = 200; star_x[ 7] = 230;
        star_x[ 8] = 260; star_x[ 9] = 290; star_x[10] = 320; star_x[11] = 350;
        star_x[12] = 380; star_x[13] = 410; star_x[14] = 440; star_x[15] = 470;
        star_x[16] = 500; star_x[17] = 530; star_x[18] = 560; star_x[19] = 590;
        star_x[20] = 620; star_x[21] = 50;  star_x[22] = 100; star_x[23] = 150;
        star_x[24] = 200; star_x[25] = 250; star_x[26] = 300; star_x[27] = 350;
        star_x[28] = 400; star_x[29] = 450; star_x[30] = 500; star_x[31] = 550;
        star_y_init[ 0] =  5;  star_y_init[ 1] = 32;  star_y_init[ 2] =  8;  star_y_init[ 3] = 75;
        star_y_init[ 4] =  1;  star_y_init[ 5] = 50;  star_y_init[ 6] = 20;  star_y_init[ 7] = 10;
        star_y_init[ 8] = 28;  star_y_init[ 9] = 12;  star_y_init[10] =  4;  star_y_init[11] = 60;
        star_y_init[12] = 16;  star_y_init[13] = 40;  star_y_init[14] = 18;  star_y_init[15] = 33;
        star_y_init[16] = 13;  star_y_init[17] = 21;  star_y_init[18] =  7;  star_y_init[19] = 45;
        star_y_init[20] = 23;  star_y_init[21] = 61;  star_y_init[22] =  3;  star_y_init[23] = 56;
        star_y_init[24] = 19;  star_y_init[25] = 11;  star_y_init[26] = 25;  star_y_init[27] =  9;
        star_y_init[28] = 37;  star_y_init[29] = 48;  star_y_init[30] =  6;  star_y_init[31] = 29;
        for (i = 0; i < STAR_COUNT; i = i + 1)
            star_y[i] = star_y_init[i];
    end
    always @(posedge clk25) begin
        if (!initialized) begin
            initialized <= 1;
        end else begin
            frame_counter <= frame_counter + 1;
            if (frame_counter == 0) begin
                for (i = 0; i < STAR_COUNT; i = i + 1) begin
                    if (star_y[i] < 479)
                        star_y[i] <= star_y[i] + 1;
                    else
                        star_y[i] <= star_y_init[i];
                end
            end
        end
    end
    always @(*) begin
        star_on = 0;
        star_rgb = 3'b000;
        for (i = 0; i < STAR_COUNT; i = i + 1) begin
            if (x == star_x[i] && y == star_y[i]) begin
                star_on = 1;
                star_rgb = 3'b111;  
            end
        end
    end
endmodule
```
**/design/flow/run.sh**
```bash
#!/bin/bash
# OpenROAD 26Q1-2900-gdf79404cd8, Yosys 0.63+post, stock flow scripts
make -C /OpenROAD-flow-scripts/flow DESIGN_CONFIG=/design/flow/config.mk WORK_HOME=/design/flow/orfs finish
```
==> results.json <==
{
  "grt_pass1_wl_um": 74200,
  "avgSynthCellArea_um2": 10.7,
  "io_pins": 25,
  "cts.repair.resized": 0,
  "synth.most_common_cell": "edfxtp_1",
  "cts_tree": "built",
  "fp_util_pct": 40.6,
  "cpMostUsedCell": "clkdlybuf4s50_1",
  "h-tree-depth": 2,
  "yosys-stat-cells": 1904,
  "post_cts_buffers": 0,
  "gr-usage-met1_pct": 31.1,
  "grt_max_degree": 59,
  "top_usage_layer": "met1",
  "total_power_w": 0.000631,
  "wl_per_cell_um": 17.2,
  "crit_chain": "clkdlybuf4s50_1, nor4bb_1, nand3_1, nor4_1, a31oi_1, nand4_1, or4_1, clkdlybuf4s50_1",
  "clk_latency_ns": 0.56,
  "place_congestion": 0.889,
  "ys_async_sr_fraction_pct": 0,
  "port-buffer-count": 24,
  "synth_seq_share_pct": 49.6,
  "synth_flops": 337,
  "met2_usage_pct": 28.4,
  "row_count": 82,
  "cts.sinks": 337,
  "layout-drive-gt1-share_pct": 4.74,
  "syn_to_final_growth_pct": 10.6,
  "grt_overflow": 0,
  "slowest_stage": "nor4bb_1",
  "dp_hpwl_um": 29800,
  "final_core_util_pct": 44.9,
  "hold_viol_final": 0,
  "yosysTopAreaCellShare_pct": 49.5,
  "ant_nets": 0,
  "die_h_um": 228,
  "hold_path_class": "reg2reg",
  "edf_count": 336,
  "ys_area_um2": 20400,
  "cts.clk_slew.worst_paths_ns": 0.05,
  "grt_pass1_vias": 13560,
  "period_minus_slack_ns": 23.39,
  "setup_violations": 0,
  "fin_skew_ns": 0.0170,
  "crit_path_max_fanout": 8,
  "vias": 14038,
  "rsz0062_at_grt": "no",
  "clock.fmax_ghz": 0.0428,
  "worst_hold_slack_ns": 0.599,
  "drt_iter0_markers": 929,
  "start_kind": "primary input",
  "maxCapViolCount": 0,
  "vias_per_cell": 5.24,
  "relSlewSlack_pct": 9.07,
  "core_um2": 50200,
  "worstPathRequired_ns": 39.20,
  "crit_type": "in2out",
  "cp-end-kind": "output pin",
  "yosysTopAreaCell": "edfxtp_1",
  "finalWirelength_um": 46200,
  "root_buffer": "clkbuf_16",
  "critPathMaxStageDelay_ns": 1.08,
  "syn_inst": 1904,
  "chipWidth_um": 228,
  "route.detailed.drc": 0,
  "antenna_found_initial": 4,
  "first_pass_iters": 5,
  "ctsHoldBuffers": 0,
  "synth_area_um2": 20400,
  "p_leak_nw": 7.31,
  "synth.top_cells.by_count": "336 x edfxtp_1, 326 x xnor2_1, 212 x nor2_1, 201 x nand3_1, 198 x xor2_1",
  "outcome": "complete, no violations",
  "period_used_pct": 47.7,
  "use_met3_pct": 4.67,
  "die-area_um2": 51800,
  "timing.final.max_slew_violations": 0,
  "flop_cell": "edfxtp_1",
  "numCtsBuffers": 40,
  "clockBufferDepth": 3,
  "grtUsageTotal_pct": 19.4,
  "cp.arrival_ns": 13.59,
  "ys_types": 44,
  "synth.area.top_cells": "edfxtp_1 50%, xnor2_1 14%, xor2_1 8.5%, nand3_1 4.9%, nor2_1 3.9%",
  "tool_warnings": 26,
  "yosys_warnings": 3,
  "setup_tns_ns": 0,
  "pwr_density_cell_nw_per_um2": 28.0,
  "ir_drop_uv": 18.1,
  "tightest_slew_ns": 1.35
}
path summary, 6_finish.rpt:
path | start | slack, ns | cells after the start | to
hold / removal | frame_counter[15] | 0.60 | 1 | frame_counter[15]
hold reg to reg | frame_counter[15] | 0.60 | 1 | frame_counter[15]
setup / recovery | x[8] | 25.61 | 8 | star_rgb[2]
setup reg to reg | initialized | 45.40 | 5 | star_y[27][6]
cell type report:
| type | count | area, um2 |
|---|---|---|
| clock inverter | 22 | 183 |
| timing repair buffer | 42 | 325 |
| fill | 4492 | 27600 |
| multi-input combinational | 1531 | 9930 |
| tap | 672 | 841 |
| clock buffer | 49 | 1060 |
| antenna | 2 | 5.00 |
| inverter | 23 | 86.3 |
| sequential | 337 | 10100 |
per-layer routing:
layer | vias up | part of all wire, %
met5 | - | 0.050
met4 | 4 | 2.5
met3 | 68 | 6.8
met2 | 330 | 45
met1 | 6729 | 46
li1 | 6907 | -
kinds of logic after synthesis:
kind of cell               share of synthesized area [%]
other                                             0.0369
AOI/OAI and AO/OA                                   4.21
and+or+nand+nor                                     19.2
xor gates and xnor gates                            22.5
adders and majority gates                           2.09
buffers and inverters                               2.31
DFF                                                 49.6
through the flow:
stage	instance area [um2]	cells	setup WS, ns
finish	22500	2678	25.61
global route	22500	2678	25.45
CTS	22500	2676	25.55
detailed placement	21300	2605	25.55
global placement	21300	2603	25.52
floorplan	20500	1935	27.85
placed cells by master, fill, tap and decap left out, types with 22 or more instances in the layout:
cell / count
nand3_1: 201
clkbuf_16: 41
a21o_1: 31
and3_1: 63
a21oi_1: 93
nand2_1: 116
xor2_1: 198
conb_1: 33
nor3_1: 22
ha_1: 34
xnor2_1: 326
edfxtp_1: 336
nor2_1: 211
nand4_1: 60
nor4_1: 33
inv_1: 23
worst max-delay path, delay by kind of cell:
kind,cells,cell delay (ns)
AND-OR/OR-AND,1,0.10
buffers and inverters,2,1.11
AND/OR/NAND/NOR,5,2.58
state kept, by name, indices dropped and copies added, names as in the netlist:
register	flops
star_y	320
frame_counter	16
initialized	1
power breakdown:
part | internal (W) | switching, W | total, W
clock | 0.000168 | 0.000119 | 0.000287
sequential | 0.000314 | 0.00000140 | 0.000316
combinational | 0.0000112 | 0.0000174 | 0.0000286
total | 0.000494 | 0.000138 | 0.000631
Power figures rest on the tool's default switching activity, not on a simulated workload.
