<file path="design/flow/design.v">
module clock_divider #(
    parameter div = 49_999_999
)(
    input  wire clk_in,
    input  wire reset,
    output reg  clk_out
);
    reg [25:0] counter;
    always @(posedge clk_in or posedge reset) begin
        if (reset) begin
            counter <= 26'd0;
            clk_out <= 1'b0;
        end else if (counter >= div) begin
            counter <= 26'd0;
            clk_out <= ~clk_out;
        end else begin
            counter <= counter + 1;
        end
    end
endmodule
module fire_sound #(
    parameter clk_100Mhz  = 100_000_000,   
    parameter NOTE_PERIOD = clk_100Mhz/20   
)(
    input  wire clk,
    input  wire reset,
    input  wire fire,        
    output wire buzz         
);
    localparam Sol_div = clk_100Mhz / 783 / 2;   
    localparam La_div  = clk_100Mhz / 880 / 2;   
    wire clk_Sol, clk_La;
    clock_divider #(.div(Sol_div)) div_sol(clk, reset, clk_Sol);
    clock_divider #(.div(La_div))  div_la(clk, reset, clk_La);
    reg        playing_r;
    reg [1:0]  state;
    reg [31:0] dur_cnt;
    always @(posedge clk or posedge reset) begin
        if (reset) begin
            playing_r <= 1'b0;
            state     <= 2'd0;
            dur_cnt   <= 32'd0;
        end else begin
            if (fire && !playing_r) begin
                playing_r <= 1'b1;
                state     <= 2'd0;
                dur_cnt   <= 32'd0;
            end
            if (playing_r) begin
                dur_cnt <= dur_cnt + 1;
                if (dur_cnt >= NOTE_PERIOD) begin
                    dur_cnt <= 32'd0;
                    if (state == 2'd1) begin
                        playing_r <= 1'b0;   
                    end else begin
                        state <= state + 1;
                    end
                end
            end
        end
    end
    reg buzz_tone;
    always @(*) begin
        if (!playing_r) begin
            buzz_tone = 1'b0;
        end else begin
            case (state)
                2'd0: buzz_tone = clk_Sol;   
                2'd1: buzz_tone = clk_La;    
                default: buzz_tone = 1'b0;
            endcase
        end
    end
    assign buzz = buzz_tone;
endmodule
</file>
<file path="design/flow/run.sh">
#!/bin/bash
# OpenROAD 26Q1-2900-gdf79404cd8, Yosys 0.63+post, stock flow scripts
make -C /OpenROAD-flow-scripts/flow DESIGN_CONFIG=/design/flow/config.mk WORK_HOME=/design/flow/orfs finish
</file>
<file path="design/flow/config.mk">
export PLATFORM = sky130hd
export DESIGN_NAME = fire_sound
export DESIGN_NICKNAME = fire_sound
export VERILOG_FILES = /design/flow/design.v
export SDC_FILE = /design/flow/constraint.sdc
export NUM_CORES = 4
export LEC_CHECK = 1
export CORE_UTILIZATION = 40
</file>
<file path="design/flow/constraint.sdc">
current_design fire_sound

set clk_period 2.8
set clk_io_pct 0.2

create_clock -name clk0 -period $clk_period [get_ports {clk}]

set non_clock_inputs [all_inputs -no_clocks]
set_input_delay [expr $clk_period * $clk_io_pct] -clock clk0 $non_clock_inputs
set_output_delay [expr $clk_period * $clk_io_pct] -clock clk0 [all_outputs]
</file>
==> reports/README.md <==
| Metric | This run |
|:---|:---|
| Clk pwr share | 0.298 |
| Number of failing setup endpoints in the final timing report | 0 |
| Worst hold path type | flop to flop |
| Fin worst setup slack | 532 ps |
| DP HPWL | 4280 um |
| Overall track demand over capacity in global routing | 0.145 |
| Sequential share of power | 0.594 |
| Number of gates resized after CTS | 0 |
| Skew final | 8.69 ps |
| Floorplan utilization | 0.421 |
| Filler cells | 859 |
| CP Max Fanout | 9 |
| H-tree level count | 3 |
| Peak clock frequency supported by timing | 0.441 GHz |
| Synth warnings | 3 |
| Count of flip-flops with a built-in enable after synthesis | 0 |
| Cell count listed in synth_stat.txt | 388 |
| Setup repair after global routing missed its margin | no |
| Flops after synth | 89 |
| Sequential-to-total area share from yosys stat | 0.562 |
| Count of pins over their slew limit | 0 |
| Most common flop cell mapped by yosys | dfrtp_1 |
| Series of cell instances along the critical path | or4b_1 -> a211o_1 -> o211ai_1 -> nor2_1 -> o21ba_1 |
| Iteration count of the initial detailed-routing pass | 4 |
| Cell at the root of the clock tree | clkbuf_8 |
| Kind of end point of the critical path | flop |
| First-pass GRT wire length | 11600 um |
| Post-synthesis instance total | 388 |
| Vias in the first global route | 2492 |
| Layout area overhead | 10.6% |
| Number of setup buffers added after CTS | 0 |
| Pwr Density | 585 nW/um2 |
| Number of endpoints with negative hold slack in the final report | 0 |
| CP max stage cell | o211ai_1 |
| Die Span Y | 102 um |
| Maximum resistive drop on vdd | 0.296 mV |
| Cell types occupying the most area after synthesis | dfrtp_1, nor2_1, xor2_1, nand3_1, nand2_1 |
| Number of logged tool warnings | 30 |
| Aggregate global routing overflow | 0 |
| Final standard cell count with taps included and fillers excluded | 545 |
| Arrival time at the worst endpoint | 2520 ps |
| Worst max-slew margin expressed relative to the limit | 0.539 |
| Mean instance size in the synthesized netlist | 10.2 um2 |
| Critical Path Source Type | flop |
| Total cell area reported by yosys after synthesis | 3960 um2 |
| Type of the worst setup path | flop to flop |
| CP peak stage delay | 580 ps |
| Leakage power of the design | 1.85 nW |
| Sink count of the clock tree | 89 |
| Top Ports | 4 |
| Via-to-Cell Ratio | 4.92 |
| Maximum number of pins on one net before global-route repair | 44 |
| Ant diodes | 0 |
| Transition time at the pin with the least slew margin | 688 ps |
| DRC violation count after routing | 0 |
| Clock input transition at the sequential cells of the worst setup and hold paths | 90 ps |
| Status | complete, no violations |
| Combinational Power Share | 0.108 |
| Max-capacitance violation count | 0 |
| Post-route antenna net violation count | 0 |
| Die extent in x | 102 um |
| Initial antenna violation count | 0 |
| Latency at later pin | 360 ps |
| Fin area | 4380 um2 |
| Most repeated cell in the gate-level netlist after synthesis | dfrtp_1 |
| Proportion of total power due to net switching | 0.288 |
| Routed wire per std cell | 11.9 um |
| Placed cell count | 530 |
| Worst setup slack before clock tree synthesis | 544 ps |
| Psw | 0.000738 W |
| Worst hold slack after final layout | 466 ps |
| Placed cell areas | 4210 um2 |
| First-iteration detailed-routing DRC count | 85 |
| Total via count in the routed design | 2682 |
| Placeable core region | 9420 um2 |
| Internal Dissipation | 0.00183 W |
| Final critical-path share of the clock period | 0.810 |
| Synth Cell Area | 3960 um2 |
| Die Outline Area | 10300 um2 |
| Async SR Flop Fraction | 1.00 |
| Crit path required time | 3050 ps |
| Minimum clock period after layout | 2270 ps |
| Final wirelength | 6510 um |
| Synth area leader | dfrtp_1 |
| Cell row count | 35 |
| Cts bufs inserted | 9 |
| Cts-stage hold buffer count | 0 |
| Yosys cell types | 47 |
| Max Root-Sink Buffers | 2 |
| TritonCTS clock tree | done |
| Commonest cells in the synthesized netlist | dfrtp_1, nor2_1, nand2_1 |
| Share of final-layout standard cells stronger than drive strength 1 | 0.0697 |
| Port Buf Inserts | 3 |
| Share of the synthesized area in the top cell type | 0.562 |
| Final estimated routing congestion in global placement | 0.853 |
| Total negative slack for setup checks | 0 ps |
-- flip-flops by register name, indices dropped and copies added, names as in the netlist --
register / flops
state: 2
dur_cnt: 32
playing_r: 1
div_la.clk_out: 1
div_la.counter: 26
div_sol.counter: 26
div_sol.clk_out: 1
-- power by group through the flow --
stage / logic [W] / registers (W) / clock network [W]
CTS: 0.000282 / 0.00152 / 0.000798
global route: 0.000326 / 0.00155 / 0.000846
finish: 0.000277 / 0.00152 / 0.000764
-- placed cells by master (no fill, tap or decap), types with 11 or more instances in the layout --
cell / netlist / final
xor2_1: 16 / 16
inv_1: 12 / 11
dfrtp_1: 89 / 89
conb_1: 1 / 20
xnor2_1: 14 / 14
and3_1: 12 / 12
nor2_1: 52 / 52
nand3_1: 27 / 27
a31oi_1: 17 / 17
nand2_1: 33 / 33
-- path summary, 6_finish.rpt --
check / to / start / cells past startpoint / slack [ps]
setup / recovery: dur_cnt[13] / dur_cnt[20] / 5 / 530
hold / removal: div_sol.clk_out / div_sol.clk_out / 1 / 470
setup reg to reg: dur_cnt[13] / dur_cnt[20] / 5 / 530
hold reg to reg: div_sol.clk_out / div_sol.clk_out / 1 / 470
max in group asynchronous: div_la.counter[10] / reset / 3 / 1740
min in group asynchronous: div_la.counter[17] / reset / 2 / 530
-- metal layers --
| layer | track usage | routed length (um) |
|---|---|---|
| met2 | 0.207 | 2760 |
| met4 | 0.0167 | 90 |
| met3 | 0.0315 | 242 |
| met1 | 0.243 | 3420 |
| met5 | 0 | 0 |
-- logic make-up after synthesis --
group,after synthesis,share of synthesized area
AND-OR/OR-AND,59,0.103
XOR/XNOR,30,0.0663
adder cells (fa/ha/maj),6,0.0190
buffers and inverters,27,0.0303
flip-flops,89,0.562
multiplexers,1,0.00284
other,1,0.000947
AND/OR/NAND/NOR,175,0.216
-- through the flow --
| step | utilization | total power (W) |
|---|---|---|
| 6_report | 0.465 | 0.00256 |
| 5_1_grt | 0.465 | 0.00272 |
| 4_1_cts | 0.465 | 0.00260 |
| 3_5_place_dp | 0.447 | 0.00183 |
| 3_3_place_gp | 0.447 | 0.00182 |
| 2_1_floorplan | - | 0.00175 |
-- cell type report --
class / count / area, um2 / area share
Timing Repair Buffer: 9 / 87.6 / 0.0200
Clock buffer: 9 / 124 / 0.0283
Tap cell: 129 / 161 / 0.0368
Inverter: 12 / 48.8 / 0.0111
Sequential cell: 89 / 2230 / 0.508
Multi-Input combinational cell: 291 / 1690 / 0.385
Clock inverter: 6 / 46.3 / 0.0106
-- critical path: cells and delay by family (launching register included) --
family | cells | cell delay (ps)
AOI/OAI and AO/OA | 3 | 1100
DFF | 1 | 430
and+or+nand+nor | 2 | 640
Power figures rest on the tool's default switching activity, not on a simulated workload.
