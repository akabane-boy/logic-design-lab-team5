<file path="/design/flow/design.v">
`timescale 1ns / 1ps
module spider_enemy_controller (
    input clk25,
    input enable,
    input [10*8-1:0] bullet_x_flat,
    input [10*8-1:0] bullet_y_flat,
    input [7:0] bullet_active_flat,
    output reg [9:0] spider_x,
    output reg [9:0] spider_y,
    output reg spider_alive,
    output reg [7:0] bullet_hit
);
    reg [3:0] spider_hp;  
    reg [9:0] bullet_x[0:7], bullet_y[0:7];
    reg bullet_active[0:7];
    integer i;
    reg move_dir;  
    reg [19:0] move_counter;
    always @(*) begin
        for (i = 0; i < 8; i = i + 1) begin
            bullet_x[i] = bullet_x_flat[i*10 +: 10];
            bullet_y[i] = bullet_y_flat[i*10 +: 10];
            bullet_active[i] = bullet_active_flat[i];
        end
    end
    always @(posedge clk25) begin
        bullet_hit <= 8'b0;  
        if (!enable) begin
            spider_x <= 320;
            spider_y <= 0;
            spider_alive <= 0;
            spider_hp <= 0;
            move_counter <= 0;
            move_dir <= 1;
        end
        else if (enable && !spider_alive) begin
            spider_alive <= 1;
            spider_hp <= 10;
            spider_x <= 320;
            spider_y <= 0;
            move_counter <= 0;
            move_dir <= 1;
        end
        else if (enable && spider_alive) begin
            move_counter <= move_counter + 1;
            if (move_counter == 500_000) begin
                move_counter <= 0;
                if (move_dir)
                    spider_x <= spider_x + 2;
                else
                    spider_x <= spider_x - 2;
                if (spider_x <= 10)
                    move_dir <= 1;
                else if (spider_x >= 640 - 32 - 10)
                    move_dir <= 0;
            end
            for (i = 0; i < 8; i = i + 1) begin
                if (bullet_active[i] &&
                    bullet_x[i] + 8 >= spider_x &&
                    bullet_x[i] <= spider_x + 31 &&
                    bullet_y[i] + 8 >= spider_y &&
                    bullet_y[i] <= spider_y + 31) begin  
                    bullet_hit[i] <= 1;  
                    if (spider_hp > 1) begin
                        spider_hp <= spider_hp - 1;
                    end
                    else begin
                        spider_hp <= 0;
                        spider_alive <= 0;
                    end
                end
            end
        end
    end
endmodule
</file>
<file path="/design/flow/run.sh">
#!/bin/bash
# OpenROAD 26Q1-2900-gdf79404cd8, Yosys 0.63+post, stock flow scripts
make -C /OpenROAD-flow-scripts/flow DESIGN_CONFIG=/design/flow/config.mk WORK_HOME=/design/flow/orfs finish
</file>
<file path="/design/flow/config.mk">
export PLATFORM = sky130hd
export DESIGN_NAME = spider_enemy_controller
export DESIGN_NICKNAME = spider_enemy_controller
export VERILOG_FILES = /design/flow/design.v
export SDC_FILE = /design/flow/constraint.sdc
export NUM_CORES = 4
export LEC_CHECK = 1
export CORE_UTILIZATION = 40
</file>
<file path="/design/flow/constraint.sdc">
current_design spider_enemy_controller

set clk_period 4.5
set clk_io_pct 0.2

create_clock -name clk0 -period $clk_period [get_ports {clk25}]

set non_clock_inputs [all_inputs -no_clocks]
set_input_delay [expr $clk_period * $clk_io_pct] -clock clk0 $non_clock_inputs
set_output_delay [expr $clk_period * $clk_io_pct] -clock clk0 [all_outputs]
</file>
==> run summary <==
Commonest flop = dfxtp_1
CP Buf/Inv Count = 2
Die width = 133 µm
Final core occ = 52.6%
Final setup vio count = 0
Most frequent cell after synthesis = ha_1
Top area cell types = ha_1 24%, dfxtp_1 13%, xnor2_1 7.0%
Max IR drop VDD = 0.203 mV
Total power = 1.13 mW
H-tree depth = 2
Layout cells sized above 1 = 5.52%
Area growth syn-to-layout = 27.9%
DP Area = 0.00863 mm²
CP Data Arrival Time = 4270 ps
Worst Hold Class = register to register
Slew headroom = 39.6%
PD cells = 128 mW/mm²
CP delay by family, top = simple AND/OR/NAND/NOR gates
Mapped Area = 0.00687 mm²
Antenna-violating nets left = 0
Die Y = 133 µm
Yosys xor share = 11.9%
Clock latency (worst-skew pair) = 290 ps
Yosys chip area = 0.00687 mm²
Number of synthesized flops with an enable pin = 0
Via count = 6768
Area leader, netlist = ha_1
Cell Type Count = 82
Post-synth mux share = 0.437%
Critical-path top delay cell = o211ai_1
DRT Pass-1 Iters = 5
Fraction of registers with async set/reset = 0%
Clk slew on worst S/H paths = 70 ps
And+or+nand+nor area frac = 20.6%
Critical setup path kind = register to register
Tool Warnings = 77
Post-cts hold-fix buffer tally = 0
First-pass GRT wire length = 32500 µm
Design area = 0.00878 mm²
DR WL/cell = 16.5 µm
# placed instances = 1209
YS warnings = 4
Sequential share of power = 34.4%
Drc violations = 0
CTS Buf Count = 5
Final period util = 91.3%
DRT iter0 DRCs = 316
Most frequent cells after synthesis = 134 x ha_1, 55 x nor2_1, 55 x xnor2_1
Clk buf depth = 2
Critical path capture point type = register
Endpoint, Worst Hold = spider_hp[2]$_SDFFE_PP0P_
# Cells Yosys = 852
Net Sw Frac = 28.6%
Routed WL = 20000 µm
Hold depth = 2
Worst slew pin tran = 899 ps
CTS tree = yes
R2r startpoint = spider_x[1]$_SDFFE_PP0P_
Avg Cell Area, Syn = 8.06 µm²
Hpwl dp = 15700 µm
RD Place Congestion = 0.874
Die area = 0.0177 mm²
Fmax = 243 MHz
FF-to-FF path depth = 14
Status = finished, final reports clean
Core area = 0.0167 mm²
Req. time, crit path = 4660 ps
Port Buffers = 147
Yosys aoi share = 23.0%
Final Skew = 6.70 ps
CP most frequent cell = ha_1
Critical Path Source = spider_x[1]$_SDFFE_PP0P_
Number of global-route vias before repair = 6225
Max-cap viol count = 0
Fin. max-slew vios = 0
Seq cells post-synth = 43
FP Core Util = 41.1%
Antenna violations before repair = 0
Grt total ovfl = 0
Clock network power share = 31.9%
I/O Pins = 199
Min-delay src = spider_hp[2]$_SDFFE_PP0P_
Int Pwr = 805 µW
Logic pwr share = 33.7%
Final hold vios = 0
Leakage power = 3.85 nW
Setup TNS = 0 ps
Cell count after synthesis = 852
P_sw = 323 µW
Post-synth seq share = 12.5%
Worst path max stage delay = 570 ps
Max-area cell share = 24.4%
Dominant kind of combinational cell = adder cells
GRT Util Overall = 23.3%
Reg-to-Reg End = spider_alive$_SDFFE_PN0P_
Critical-path maximum fanout = 7
Period minus WS final = 4110 ps
Core Rows = 47
Largest net degree at the start of global routing = 32
Root buffer cell = clkbuf_16
RSZ-0062 raised after global routing = false
Ant. Diodes = 0
Worst Setup Start Kind = register
Reg2reg setup slack = 390 ps
Adder Area Share = 24.9%
Non-filler cells, final = 1217
Clk sinks = 43
Via density = 5.56
Worst path cell trace = inv_1, ha_1, or3b_1, nand3_1, xnor2_1, buf_4, ha_1, nand2_1, or4_1, a2111oi_0, a211oi_1, o211ai_1, or3_1, a31oi_1
## cells in the final DEF, fill, tap and decap left out, types with 19 or more instances in the layout
master,instances
dfxtp_1,43
buf_4,31
inv_1,51
a21o_1,19
nor2_1,55
and3_1,23
a21oi_1,44
ha_1,134
nand2_1,37
xnor2_1,54
nand3_1,44
xor2_1,36
o21ai_0,28
clkdlybuf4s50_1,147
## flip-flops by register name, summed over array words and instances (netlist names)
name and count:
move_counter 20, spider_x 9, bullet_hit 8, spider_hp 4, move_dir 1, spider_alive 1
## worst max-delay path by stage
stage / to / cells past startpoint / slack [ps]
CTS: spider_hp[3]$_SDFFE_PN0P_ / 15 / 300
global route: spider_hp[3]$_SDFFE_PN0P_ / 14 / 100
finish: spider_alive$_SDFFE_PN0P_ / 14 / 390
## routing by layer
layer  wire [µm]  global-route usage [%]
met1        9850                    35.3
met2        9110                    38.4
met3         856                    1.02
met4         216                    2.11
met5           0                       0
## cells by family (layout without fill, tap and decap cells)
family	Yosys count	in the layout
AOI/OAI and AO/OA	218	218
xor gates and xnor gates	92	92
adders and majority gates	136	136
buffers and inverters	102	237
DFF	43	43
muxes	3	3
other	1	11
and+or+nand+nor	257	257
## through the flow
stage | hold WS, ps | setup slack [ps]
after global routing | 510 | 99.4
after CTS | 494 | 296
after global placement | 476 | 219
final | 498 | 390
after detailed placement | 487 | 180
after floorplan | 448 | 349
## worst min-delay path, stage by stage (launching register included)
cell and delay (ps):
dfxtp_1 330, nand2_1 60, mux2i_1 60
## repair_timing
action                     in CTS  in global routing
gates resized                   0                  1
setup endpoints to repair       0                  4
buffers inserted                0                  0
## area by class of cell
type	instances	area [µm²]
Sequential cell	43	861
Fill cell	1573	7920
Multi-Input combinational cell	717	5600
Clock inverter	3	25.0
Clock buffer	5	125
Inverter	51	191
Timing Repair Buffer	178	1700
Tap cell	220	275
## power by group through the flow
stage | combinational, mW | clock, mW | sequential (mW)
CTS | 0.382 | 0.368 | 0.388
global route | 0.430 | 0.385 | 0.388
finish | 0.380 | 0.360 | 0.388
No activity file was given, so power comes from the tool's default toggle rates.
