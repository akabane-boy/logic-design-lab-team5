## /design/flow/config.mk

```make
export PLATFORM = sky130hd
export DESIGN_NAME = mosquito_enemy_controller
export DESIGN_NICKNAME = mosquito_enemy_controller
export VERILOG_FILES = /design/flow/design.v
export SDC_FILE = /design/flow/constraint.sdc
export NUM_CORES = 4
export LEC_CHECK = 1
export CORE_UTILIZATION = 30
```

## /design/flow/design.v

```verilog
`timescale 1ns / 1ps
module mosquito_enemy_controller #(
    parameter MOSQUITO_COUNT = 4,
    parameter BULLET_COUNT = 8
)(
    input clk25,
    input reset,
    input [10*8-1:0] bullet_x_flat,
    input [10*8-1:0] bullet_y_flat,
    input [7:0] bullet_active_flat,
    output reg [10*MOSQUITO_COUNT-1:0] mosquito_x_flat,
    output reg [10*MOSQUITO_COUNT-1:0] mosquito_y_flat,
    output reg [MOSQUITO_COUNT-1:0] mosquito_alive,
    output reg [BULLET_COUNT-1:0] bullet_hit
);
    integer i, j;
    reg [9:0] mosquito_x [0:MOSQUITO_COUNT-1];
    reg [9:0] mosquito_y [0:MOSQUITO_COUNT-1];
    reg mosquito_dir [0:MOSQUITO_COUNT-1];  
    reg [9:0] bullet_x[0:7], bullet_y[0:7];
    reg bullet_active[0:7];
    reg [19:0] move_counter = 0;
    always @(*) begin
        for (j = 0; j < 8; j = j + 1) begin
            bullet_x[j] = bullet_x_flat[j*10 +: 10];
            bullet_y[j] = bullet_y_flat[j*10 +: 10];
            bullet_active[j] = bullet_active_flat[j];
        end
    end
    always @(posedge clk25) begin
        bullet_hit <= 0;
        if (reset) begin
            move_counter <= 0;
            for (i = 0; i < MOSQUITO_COUNT; i = i + 1) begin
                mosquito_x[i] <= 60 + i * 120;
                mosquito_y[i] <= 100;
                mosquito_alive[i] <= 1;
                mosquito_dir[i] <= 1;  
            end
        end else begin
            move_counter <= move_counter + 1;
            if (move_counter == 500_000) begin
                move_counter <= 0;
                for (i = 0; i < MOSQUITO_COUNT; i = i + 1) begin
                    if (mosquito_alive[i]) begin
                        if (mosquito_dir[i])
                            mosquito_x[i] <= mosquito_x[i] + 2;
                        else
                            mosquito_x[i] <= mosquito_x[i] - 2;
                        if (mosquito_x[i] <= 10)
                            mosquito_dir[i] <= 1;
                        else if (mosquito_x[i] >= 640 - 32 - 10)
                            mosquito_dir[i] <= 0;
                        for (j = 0; j < 8; j = j + 1) begin
                            if (bullet_active[j] &&
                                bullet_x[j] + 8 >= mosquito_x[i] &&
                                bullet_x[j] <= mosquito_x[i] + 31 &&
                                bullet_y[j] + 8 >= mosquito_y[i] &&
                                bullet_y[j] <= mosquito_y[i] + 31) begin
                                mosquito_alive[i] <= 0;
                                bullet_hit[j] <= 1;
                            end
                        end
                    end
                end
            end
        end
    end
    always @(*) begin
        for (i = 0; i < MOSQUITO_COUNT; i = i + 1) begin
            mosquito_x_flat[i*10 +: 10] = mosquito_x[i];
            mosquito_y_flat[i*10 +: 10] = mosquito_y[i];
        end
    end
endmodule
```

## /design/flow/run.sh

```bash
#!/bin/bash
# OpenROAD 26Q1-2900-gdf79404cd8, Yosys 0.63+post, stock flow scripts
make -C /OpenROAD-flow-scripts/flow DESIGN_CONFIG=/design/flow/config.mk WORK_HOME=/design/flow/orfs finish
```

## /design/flow/constraint.sdc

```tcl
current_design mosquito_enemy_controller

set clk_period 6.1
set clk_io_pct 0.2

create_clock -name clk0 -period $clk_period [get_ports {clk25}]

set non_clock_inputs [all_inputs -no_clocks]
set_input_delay [expr $clk_period * $clk_io_pct] -clock clk0 $non_clock_inputs
set_output_delay [expr $clk_period * $clk_io_pct] -clock clk0 [all_outputs]
```

==> flow_metrics.env <==
# source this file to load flow results
export IMPL_postRouteAntennaNets=0
export IMPL_coreArea_um2=68700
export IMPL_r2r_setup_slack_ns=1.39
export IMPL_fin_skew_ns=0.0125
export IMPL_cts_buffers=9
export IMPL_cp_data_arrival_time_ns=5.14
export IMPL_fin_crit_ns=4.85
export IMPL_powerDensity_nw_per_um2=75.6
export IMPL_finalMaxSlewViolations=0
export IMPL_wirelength_um=94400
export IMPL_final_cell_mix="ha_1, clkdlybuf4s50_1, a21oi_1, nor2_1, xnor2_1"
export IMPL_rsz0062_at_grt="no"
export IMPL_ctsHtreeMaxLevel=3
export IMPL_finalHoldViolCount=0
export IMPL_dp_hpwl_um=72300
export IMPL_critPathMaxFanout=11
export IMPL_maxCapViolations=0
export IMPL_fmax_mhz=206
export IMPL_die_h_um=266
export IMPL_power_switching_w=0.000719
export IMPL_chipArea_um2=70600
export IMPL_tightest_slew_ns=0.945
export IMPL_clockPowerShare_pct=29.7
export IMPL_dp_slack_ns=1.00
export IMPL_cts_sinks=72
export IMPL_combinationalPowerShare_pct=45.0
export IMPL_edf_count=0
export IMPL_vdd_drop_max_mv=0.145
export IMPL_log_warning_count=74
export IMPL_layout_cells_most_common="ha_1"
export IMPL_gp_congestion=1.08
export IMPL_ys_seq_share_pct=6.91
export IMPL_crit_path_end_kind="register"
export IMPL_initCoreUtil_pct=30.4
export IMPL_routedWlPerCell_um=24.8
export IMPL_start_kind="input pin"
export IMPL_fin_ws_ns=1.25
export IMPL_overflow=0
export IMPL_finalPower_w=0.00187
export IMPL_fillers=7200
export IMPL_netSwitchingFraction_pct=38.5
export IMPL_insertion_delay_ns=0.36
export IMPL_cts_buffer_depth=2
export IMPL_yosys_area_um2=20900
export IMPL_setup_tns_final_ns=0
export IMPL_hp_class="register to register"
export IMPL_ys_ff=72
export IMPL_synth_area_um2=20900
export IMPL_ys_cells=2668
export IMPL_mi_logic_area_um2=18300
export IMPL_drt_iter0_drc=1713
export IMPL_grt_use_total_pct=26.6
export IMPL_syn_inst=2668
export IMPL_antenna_found_initial=4
export IMPL_ctsResizeCount=0
export IMPL_clkTransAtPathRegs_ns=0.07
export IMPL_dp_cells=3795
export IMPL_max_slew_margin_rel_pct=37.0
export IMPL_grt_max_degree=47
export IMPL_synthArstFlopShare_pct=0
export IMPL_grt_pass1_wl_um=136000
export IMPL_finalCritPeriodShare_pct=79.4
export IMPL_drc=0
export IMPL_first_pass_iters=5
export IMPL_ys_flop_type="dfxtp_1"
export IMPL_grt_pass1_vias=20400
export IMPL_vias=22000
export IMPL_pwr_share_seq_pct=25.3
export IMPL_io_buffers=217
export IMPL_register_area_um2=1450
export IMPL_p_leak_nw=10.6
export IMPL_holdBufCountCts=0
export IMPL_finalSetupViolations=0
export IMPL_cts_tree="done"
export IMPL_viasPerCell=5.76
export IMPL_rows=96
export IMPL_fp_dieW_um=266
export IMPL_area_growth_pct=18.3
export IMPL_synth_avg_cell_area_um2=7.82
export IMPL_status="finished clean"
export IMPL_layout_cells_non_filler=3813
export IMPL_drive_gt1_share_pct=6.49
export IMPL_cp_required_ns=6.40
export IMPL_synthDistinctLibCells=97
export IMPL_yosys_warnings=7
export IMPL_intPower_w=0.00115
export IMPL_io_pins=262
export IMPL_cts_root_buf="clkbuf_16"
export IMPL_postCtsSetupBuffers=0
export IMPL_criticalPathCategory="input pin to register"
[synthesized netlist by cell type, drive strengths merged, types with 55 or more instances]
cell type	instances	area, um2
a21o	55	413
o21ai	154	771
a21oi	177	886
xnor2	178	1580
inv	111	417
nor2	177	667
ha	482	6030
buf	92	581
nor3	60	300
clkbuf	87	327
nand3	78	390
dfxtp	72	1440
nand2	100	375
[power by group through the flow]
| stage | combinational (W) | clock, W | sequential, W |
|---|---|---|---|
| finish | 0.000840 | 0.000554 | 0.000473 |
| global route | 0.000939 | 0.000580 | 0.000473 |
| CTS | 0.000831 | 0.000559 | 0.000473 |
[metrics by stage]
step | hold slack [ns] | utilization [%] | cell area (um2)
after floorplan | 0.430 | - | 21000
after global placement | 0.448 | 35.5 | 24400
after detailed placement | 0.454 | 35.5 | 24400
after CTS | 0.469 | 35.9 | 24700
after global routing | 0.477 | 35.9 | 24700
final | 0.464 | 35.9 | 24700
[sequential cells by signal, indices dropped and copies added, names as in the netlist]
register	cells
mosquito_x	36
move_counter	20
bullet_hit	8
mosquito_alive	4
mosquito_dir	4
[critical path, stage by stage]
cell             delay, ns
clkdlybuf4s50_1       0.81
inv_1                 0.17
nor3_1                0.34
nand3_1               0.15
xnor2_1               0.40
ha_1                  0.33
a21oi_1               0.16
or4b_2                0.59
o211ai_1              0.23
nor3_1                0.14
nand3b_1              0.17
nor4_1                0.22
a221o_1               0.20
[cell families after synthesis]
kind of cell	synth area share, %
adder cells (fa/ha/maj)	30.1
multiplexers	0.144
other	0.0360
flip-flops	6.91
buffers and inverters	6.38
AND/OR/NAND/NOR	18.8
XOR/XNOR	10.4
AND-OR/OR-AND	27.2
[final cells by class]
class,instances,area share (%)
sequential,72,5.86
antenna,2,0.0203
tap,931,4.72
clock buffer,9,0.912
timing repair buffer,333,12.3
multi-input combinational,2346,74.2
clock inverter,7,0.248
inverter,113,1.72
[final timing paths]
kind                                                       end  cells past startpoint                     startpoint
worst max-delay path            mosquito_alive[1]$_SDFFE_PP1N_                     13              bullet_x_flat[24]
worst max register to register  mosquito_alive[1]$_SDFFE_PP1N_                     10  mosquito_x[1][2]$_SDFFE_PP1P_
worst min-delay path                move_counter[0]$_SDFF_PP0_                      1     move_counter[0]$_SDFF_PP0_
worst min register to register      move_counter[0]$_SDFF_PP0_                      1     move_counter[0]$_SDFF_PP0_
[per-layer routing]
metal / vias to the layer above / global-route usage (%) / share of wire (%)
met4: 4 / 14.2 / 6.8
met3: 250 / 6.49 / 9.4
met2: 1009 / 40.8 / 43
li1: 10500 / - / -
met5: - / 0 / 0.028
met1: 10200 / 34.6 / 41
