$ cat flow/run.sh
#!/bin/bash
# OpenROAD 26Q1-2900-gdf79404cd8, Yosys 0.63+post, stock flow scripts
make -C /OpenROAD-flow-scripts/flow DESIGN_CONFIG=/design/flow/config.mk WORK_HOME=/design/flow/orfs finish
$ cat flow/config.mk
export PLATFORM = sky130hd
export DESIGN_NAME = user_sprite_controller
export DESIGN_NICKNAME = user_sprite_controller
export VERILOG_FILES = /design/flow/design.v
export SDC_FILE = /design/flow/constraint.sdc
export NUM_CORES = 4
export LEC_CHECK = 1
export CORE_UTILIZATION = 30
$ cat flow/constraint.sdc
current_design user_sprite_controller

set clk_period 6.2
set clk_io_pct 0.2

create_clock -name clk0 -period $clk_period [get_ports {clk25}]

set non_clock_inputs [all_inputs -no_clocks]
set_input_delay [expr $clk_period * $clk_io_pct] -clock clk0 $non_clock_inputs
set_output_delay [expr $clk_period * $clk_io_pct] -clock clk0 [all_outputs]
$ cat flow/design.v
`timescale 1ns / 1ps
module user_sprite_controller(
    input clk25,
    input btn_left,
    input btn_right,
    input btn_up,
    input btn_down,
    output reg [9:0] sprite_x = 280,
    output reg [9:0] sprite_y = 400
);
    reg [19:0] move_counter = 0;
    localparam SPRITE_W = 32;
    localparam SPRITE_H = 32;
    localparam SCREEN_W = 640;
    localparam SCREEN_H = 480;
    always @(posedge clk25) begin
        move_counter <= move_counter + 1;
        if (move_counter[17]) begin
            move_counter <= 0;
            if (btn_left  && sprite_x > 0)
                sprite_x <= sprite_x - 1;
            else if (btn_right && sprite_x < SCREEN_W - SPRITE_W)
                sprite_x <= sprite_x + 1;
            if (btn_up && sprite_y > 0)
                sprite_y <= sprite_y - 1;
            else if (btn_down && sprite_y < SCREEN_H - SPRITE_H)
                sprite_y <= sprite_y + 1;
        end
    end
endmodule
==> flow_metrics.tcl <==
# metrics dict for downstream scripts
set metrics [dict create \
    die.size.x_microns 89.2 \
    antenna_violating_nets_post_route 0 \
    grt_antenna_before_repair 0 \
    timing.critical_path.to_type "flip-flop" \
    h-tree-depth 2 \
    worstPathArrival_ps 3390 \
    numCtsBuffers 5 \
    top_level_ports 25 \
    gpl.final_weighted_congestion 0.845 \
    tool_warnings 25 \
    tritoncts_num_sinks 38 \
    overflow 0 \
    clk_pin_slew_ps 70 \
    synthTopLogicFamily "simple AND/OR/NAND/NOR gates" \
    combinationalPowerShare 0.088 \
    insertion_delay_ps 290 \
    drt-initial-drc-count 60 \
    synth.largest_area_cell "sky130_fd_sc_hd__edfxtp_1" \
    num_rows 31 \
    route.vias.total 1689 \
    detail_route.first_pass.iterations 4 \
    core_region_area_sq_um 7290 \
    leading_post_synthesis_cells_by_instance_count "sky130_fd_sc_hd__nor2_1, sky130_fd_sc_hd__edfxtp_1, sky130_fd_sc_hd__dfxtp_1" \
    total_switching_power_mw 0.106 \
    stdcell_area_sq_um 2740 \
    cell_internal_pwr_mw 0.376 \
    rsz0062_at_grt "no" \
    synth.cellmix.simpleShare 0.210 \
    number_of_slew_limit_violations_in_the_final_report 0 \
    grt_start_max_net_pins 24 \
    die_height_microns 89.2 \
    synth.yosys.seq_area_share 0.421 \
    clk_root_buffer_cell "sky130_fd_sc_hd__clkbuf_8" \
    setup-tns-final_ps 0 \
    wl_mm 4.10 \
    max-vdd-ir-drop_mv 0.0737 \
    vias_per_cell 4.76 \
    share_seq_of_total_power 0.551 \
    detail_route.drc_violations 0 \
    ys.warnings.count 1 \
    grt_pass1_vias 1510 \
    run_status "complete, no violations" \
    finClkSkew_ps 6.77 \
    chip_area_sq_um 7960 \
    synth_largest_type_area_fraction 0.263 \
    ys_dominant_reg_cell "sky130_fd_sc_hd__edfxtp_1" \
    synthesis.area_sq_um 2280 \
    synth.mux.area_fraction 0.00658 \
    finalWorstPathRequiredPeriod_ps 3360 \
    yosys-stat-cells 224 \
    dp_hpwl_mm 3.01 \
    report.final.setup_viol 0 \
    syn_inst 224 \
    synth_top_cell_by_count "sky130_fd_sc_hd__nor2_1" \
    cellPowerDensity_nw_per_um2 176 \
    ctsResizeCount 0 \
    number_of_inserted_diodes 0 \
    adder_share 0.111 \
    post_cts.repair.setup_buffers 0 \
    sw_frac_of_total 0.219 \
    max_slew_headroom 0.434 \
    worst_setup_path_start_kind "input pin" \
    crit_type "input pin to flip-flop" \
    first_pass_grt_wire_length_mm 6.98 \
    hold-worst-slack_ps 500 \
    drive_gt1_frac 0.0742 \
    finalCritPeriodShare 0.541 \
    timing.critical_path.fanout_max 10 \
    max_clock_freq_mhz 298 \
    critical_path_required_ps 6230 \
    io_buffers 24 \
    synthesis.area_per_instance_sq_um 10.2 \
    xor_area_frac 0.108 \
    maxCapViolCount 0 \
    aoi_oai_family_share_of_the_synthesized_area 0.121 \
    worst-slew-pin-transition_ps 847 \
    synth_flop_count 38 \
    floorplan.core_util 0.313 \
    layout-area-overhead-vs-synth_pct 20.2 \
    synth-edff-count 20 \
    report.power.total_mw 0.482 \
    distinct_cells_synth 41 \
    synth.yosys.chip_area_sq_um 2280 \
    postLayoutCoreUtil 0.376 \
    ys_top_cells_by_area "sky130_fd_sc_hd__edfxtp_1, sky130_fd_sc_hd__dfxtp_1, sky130_fd_sc_hd__ha_1" \
    postSynth.asyncResetShare 0 \
    type_of_the_tightest_min_delay_check "flip-flop to flip-flop" \
    global_route.usage.total 0.113 \
    power_leakage_nw 1.00 \
    placed_cell_area_sq_um 2650 \
    route.detailed.wl_per_inst_microns 11.5 \
    tritoncts "yes" \
    cts_hold_buf 0 \
    final-hold-violation-count 0 \
    longest_clk_path_bufs 2 \
    power.clock.fraction 0.361 \
]
[metrics by stage]
step           setup WS [ps]  std cells
2_1_floorplan           3000        224
3_3_place_gp            2550        347
3_5_place_dp            2540        347
4_1_cts                 2850        355
5_1_grt                 2560        355
6_report                2840        355
[logic make-up after synthesis]
family	after synthesis
and+or+nand+nor	83
AOI/OAI and AO/OA	41
DFF	38
xor gates and xnor gates	28
adders and majority gates	19
buffers and inverters	14
muxes	1
[final timing paths]
kind                         startpoint  slack, ps                         end  depth (start not counted)
max                              btn_up       2840       sprite_y[9]$_DFFE_PP_                          7
min          move_counter[0]$_SDFF_PP0_        500  move_counter[0]$_SDFF_PP0_                          1
max reg2reg       sprite_y[0]$_DFFE_PP_       3300       sprite_y[9]$_DFFE_PP_                          8
min reg2reg  move_counter[0]$_SDFF_PP0_        500  move_counter[0]$_SDFF_PP0_                          1
[power groups by stage]
| stage | Combinational, mW | Clock, mW | Sequential [mW] |
|---|---|---|---|
| 6_report | 0.0425 | 0.174 | 0.266 |
| 5_1_grt | 0.0483 | 0.193 | 0.266 |
| 4_1_cts | 0.0428 | 0.182 | 0.266 |
[registers in the layout, indices dropped and copies added, names as in the netlist]
signal,cells
move_counter,18
sprite_x,10
sprite_y,10
[metal layers]
layer  track usage  vias up  wire, microns
li1              -      886              -
met1         0.189      769           2220
met2         0.163       28           1650
met3        0.0197        6            146
met4        0.0130        0             73
met5             0        -              0
[critical path, cell delays in order]
cell                              delay, ps
sky130_fd_sc_hd__clkdlybuf4s50_1        480
sky130_fd_sc_hd__and2_1                 370
sky130_fd_sc_hd__ha_1                   350
sky130_fd_sc_hd__o21ai_0                460
sky130_fd_sc_hd__o21ai_0                170
sky130_fd_sc_hd__o211ai_1               210
sky130_fd_sc_hd__xor2_1                  90
[placed cells by master (no fill, tap or decap), types with 6 or more instances in the layout]
| cell type | netlist | final |
|---|---|---|
| sky130_fd_sc_hd__nand2_1 | 8 | 8 |
| sky130_fd_sc_hd__edfxtp_1 | 20 | 20 |
| sky130_fd_sc_hd__inv_1 | 12 | 12 |
| sky130_fd_sc_hd__dfxtp_1 | 18 | 18 |
| sky130_fd_sc_hd__nand3_1 | 15 | 15 |
| sky130_fd_sc_hd__clkdlybuf4s50_1 | 0 | 24 |
| sky130_fd_sc_hd__ha_1 | 17 | 17 |
| sky130_fd_sc_hd__a21oi_1 | 11 | 11 |
| sky130_fd_sc_hd__clkbuf_8 | 0 | 6 |
| sky130_fd_sc_hd__xnor2_1 | 17 | 17 |
| sky130_fd_sc_hd__xor2_1 | 11 | 11 |
| sky130_fd_sc_hd__nor2_1 | 28 | 28 |
[layout make-up]
cell class | instances | area (sq um)
timing repair buffer | 26 | 255
clock buffer | 8 | 90.1
tap | 99 | 124
fill | 747 | 4550
sequential | 38 | 961
inverter | 12 | 45.0
multi-input combinational | 172 | 1270
